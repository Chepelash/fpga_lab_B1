--- flow/run.sh ---
#!/bin/bash
# OpenROAD 26Q1-2900-gdf79404cd8, Yosys 0.63+post, stock flow scripts
make -C /OpenROAD-flow-scripts/flow DESIGN_CONFIG=/design/flow/config.mk WORK_HOME=/design/flow/orfs finish
--- flow/design.v ---
module bg_transf #(
  parameter AWIDTH = 4
)(
  input        [AWIDTH:0] pntr_gray_i,
  input        [AWIDTH:0] pntr_bin_i,
  output logic [AWIDTH:0] pntr_bin_o,
  output logic [AWIDTH:0] pntr_gray_o
);
localparam AWVAL = AWIDTH + 1;
assign pntr_gray_o = pntr_bin_i ^ ( pntr_bin_i >> 1 );
always_comb
  begin
    pntr_bin_o = '0;
    for( logic [AWVAL-1:0] cntr = 0; cntr < AWIDTH; cntr++ )
      pntr_bin_o[cntr] = ^( pntr_gray_i >> cntr );
  end
endmodule
module dc_fifo #(
  parameter DWIDTH    = 8,
  parameter AWIDTH    = 4,
  parameter SHOWAHEAD = "ON"
)(
  input                     rd_clk_i,
  input                     wr_clk_i,
  input                     aclr_i,
  input                     wr_req_i,
  input                     rd_req_i,
  input        [DWIDTH-1:0] data_i,
  output logic [DWIDTH-1:0] q_o,
  output logic              wr_empty_o,
  output logic              wr_full_o,
  output logic [AWIDTH-1:0] wr_usedw_o,
  output logic              rd_empty_o,
  output logic              rd_full_o,  
  output logic [AWIDTH-1:0] rd_usedw_o
);
localparam AWVAL = AWIDTH + 1;
logic [AWIDTH-1:0] rd_pntr;
logic [AWVAL-1:0]  rd_pntr_gray;
logic [AWVAL-1:0]  rd_pntr_gray_wr;
logic              wr_full;
logic [AWIDTH-1:0] wr_pntr;
logic [AWVAL-1:0]  wr_pntr_gray;
logic [AWVAL-1:0]  wr_pntr_gray_rd;
ram_memory   #(
  .DWIDTH     ( DWIDTH     ),
  .AWIDTH     ( AWIDTH     ),
  .SHOWAHEAD  ( SHOWAHEAD  )
) ram_mem     (
  .rd_clk_i   ( rd_clk_i   ),
  .wr_clk_i   ( wr_clk_i   ),
  .aclr_i     ( aclr_i     ),
  .wr_req_i   ( wr_req_i   ),
  .rd_req_i   ( rd_req_i   ),
  .wr_full_i  ( wr_full_o  ), 
  .rd_empty_i ( rd_empty_o ),
  .data_i     ( data_i     ),
  .rd_pntr_i  ( rd_pntr    ), 
  .wr_pntr_i  ( wr_pntr    ), 
  .q_o        ( q_o        )
);
rd_pntrs_and_empty  #(
  .AWIDTH            ( AWIDTH          )
) rd_pntr_empty      (
  .rd_clk_i          ( rd_clk_i        ),
  .aclr_i            ( aclr_i          ),
  .rd_req_i          ( rd_req_i        ),
  .wr_pntr_gray_i    ( wr_pntr_gray    ), 
  .rd_pntr_o         ( rd_pntr         ),
  .rd_pntr_gray_wr_o ( rd_pntr_gray_wr ), 
  .rd_empty_o        ( rd_empty_o      ),
  .rd_usedw_o        ( rd_usedw_o      )
);
wr_pntrs_and_full   #(
  .DWIDTH            ( DWIDTH          ),
  .AWIDTH            ( AWIDTH          )
) wr_pntr_full       (
  .wr_clk_i          ( wr_clk_i        ),
  .aclr_i            ( aclr_i          ),
  .wr_req_i          ( wr_req_i        ),
  .rd_pntr_gray_i    ( rd_pntr_gray    ), 
  .wr_pntr_o         ( wr_pntr         ),
  .wr_pntr_gray_rd_o ( wr_pntr_gray_rd ), 
  .wr_full_o         ( wr_full_o       ),
  .wr_usedw_o        ( wr_usedw_o      )
);
sync           #(
  .AWIDTH       ( AWIDTH          )
) sync_r2w      (
  .clk_i        ( wr_clk_i        ),
  .aclr_i       ( aclr_i          ),
  .pntr_gray_i  ( rd_pntr_gray_wr ),
  .flag_i       ( rd_empty_o      ),
  .resetval_i   ( 1'b1            ),
  .pntr_gray_o  ( rd_pntr_gray    ),
  .flag_o       ( wr_empty_o      )  
);
sync           #(
  .AWIDTH       ( AWIDTH          )
) sync_w2r      (
  .clk_i        ( rd_clk_i        ),
  .aclr_i       ( aclr_i          ),
  .pntr_gray_i  ( wr_pntr_gray_rd ),
  .flag_i       ( wr_full_o       ),
  .resetval_i   ( 1'b0            ),
  .pntr_gray_o  ( wr_pntr_gray    ),
  .flag_o       ( rd_full_o       )
);
endmodule
module dc_fifo_wrap #(
  parameter DWIDTH    = 8,
  parameter AWIDTH    = 4,
  parameter SHOWAHEAD = "ON"
)(
  input                     rd_clk_i,
  input                     wr_clk_i,
  input                     aclr_i,
  input                     wr_req_i,
  input                     rd_req_i,
  input        [DWIDTH-1:0] data_i,
  output logic [DWIDTH-1:0] q_o,
  output logic              wr_empty_o,
  output logic              wr_full_o,
  output logic [AWIDTH-1:0] wr_usedw_o,
  output logic              rd_empty_o,
  output logic              rd_full_o,  
  output logic [AWIDTH-1:0] rd_usedw_o
);
logic              wr_req_i_wrap;
logic              rd_req_i_wrap;
logic [DWIDTH-1:0] data_i_wrap;
logic [DWIDTH-1:0] q_o_wrap;
logic              wr_empty_o_wrap;
logic              wr_full_o_wrap;
logic [AWIDTH-1:0] wr_usedw_o_wrap;
logic              rd_empty_o_wrap;
logic              rd_full_o_wrap;
logic [AWIDTH-1:0] rd_usedw_o_wrap;
dc_fifo #(
  .DWIDTH     ( DWIDTH          ),
  .AWIDTH     ( AWIDTH          )
) dc_fifo_1   (
  .rd_clk_i   ( rd_clk_i        ),
  .wr_clk_i   ( wr_clk_i        ),
  .aclr_i     ( aclr_i          ),
  .wr_req_i   ( wr_req_i_wrap   ),
  .rd_req_i   ( rd_req_i_wrap   ),
  .data_i     ( data_i_wrap     ),
  .q_o        ( q_o_wrap        ),
  .wr_empty_o ( wr_empty_o_wrap ),
  .wr_full_o  ( wr_full_o_wrap  ),
  .wr_usedw_o ( wr_usedw_o_wrap ),
  .rd_empty_o ( rd_empty_o_wrap ),
  .rd_full_o  ( rd_full_o_wrap  ),
  .rd_usedw_o (rd_usedw_o_wrap  )
);
always_ff @( posedge rd_clk_i )
  begin
    rd_req_i_wrap <= rd_req_i;
    rd_empty_o    <= rd_empty_o_wrap;
    rd_full_o     <= rd_full_o_wrap;
    rd_usedw_o    <= rd_usedw_o_wrap;
    q_o           <= q_o_wrap;
  end
always_ff @( posedge wr_clk_i )
  begin
    wr_req_i_wrap <= wr_req_i;
    data_i_wrap   <= data_i;
    wr_empty_o    <= wr_empty_o_wrap;
    wr_full_o     <= wr_full_o_wrap;
    wr_usedw_o    <= wr_usedw_o_wrap;
  end
endmodule
module ram_memory #(
  parameter DWIDTH    = 8,
  parameter AWIDTH    = 3,
  parameter SHOWAHEAD = "OFF"
)(
  input                     rd_clk_i,
  input                     wr_clk_i,
  input                     aclr_i,
  input                     wr_req_i,
  input                     rd_req_i,
  input                     wr_full_i,
  input                     rd_empty_i,
  input        [DWIDTH-1:0] data_i,
  input        [AWIDTH-1:0] rd_pntr_i,
  input        [AWIDTH-1:0] wr_pntr_i,
  output logic [DWIDTH-1:0] q_o
);
(* ramstyle = "M10K, no_rw_check" *) logic [DWIDTH-1:0] mem [0:2**AWIDTH-1];
logic [AWIDTH-1:0] rd_pntr_reg;
logic [AWIDTH-1:0] rd_pntr_reg_next;
generate
  if( SHOWAHEAD == "ON" ) 
    begin
      assign q_o = mem[rd_pntr_i];
    end
  else if( SHOWAHEAD == "OFF" )
    begin
      always_ff @( posedge rd_clk_i, posedge aclr_i )
        begin
          if( aclr_i )
            begin
              q_o <= 'x;
            end
          else if( rd_req_i && ( !rd_empty_i ) )
            begin
              q_o <= mem[rd_pntr_i];
            end
          else
            begin
              q_o <= q_o;
            end
        end
      end
endgenerate
always_ff @( posedge wr_clk_i )
  begin
    if( wr_req_i && ( !wr_full_i ) )
      mem[wr_pntr_i] <= data_i;
  end
endmodule
module rd_pntrs_and_empty #(
  parameter DWIDTH = 8,
  parameter AWIDTH = 3
)(
  input                     rd_clk_i,
  input                     aclr_i,
  input                     rd_req_i,
  input        [AWIDTH:0]   wr_pntr_gray_i,
  output logic [AWIDTH-1:0] rd_pntr_o,
  output logic [AWIDTH:0]   rd_pntr_gray_wr_o,
  output logic              rd_empty_o,
  output logic [AWIDTH-1:0] rd_usedw_o
);
localparam MAXWORDS = 2**AWIDTH - 1;
localparam AWVAL    = AWIDTH + 1;
logic [AWVAL-1:0]  rd_pntr_bin;     
logic [AWVAL-1:0]  rd_pntr_bin_next;
logic [AWVAL-1:0]  rd_pntr_gray_next;  
logic              rd_empty;
logic [AWVAL-1:0]  wr_pntr_bin;
logic [AWIDTH-1:0] wr_pntr_bin_t;
bg_transf #(
  .AWIDTH      ( AWIDTH            )
) bg_transf_rd (
  .pntr_gray_i ( wr_pntr_gray_i    ),
  .pntr_bin_i  ( rd_pntr_bin_next  ),
  .pntr_bin_o  ( wr_pntr_bin       ),
  .pntr_gray_o ( rd_pntr_gray_next )
);
assign rd_pntr_o = rd_pntr_bin[AWIDTH-1:0];
always_ff @( posedge rd_clk_i, posedge aclr_i )
  begin
    if( aclr_i )
      begin
        rd_pntr_bin       <= '0;
        rd_pntr_gray_wr_o <= '0;
      end
    else
      begin
        rd_pntr_bin       <= rd_pntr_bin_next;
        rd_pntr_gray_wr_o <= rd_pntr_gray_next;
      end
  end
assign rd_pntr_bin_next = ( rd_req_i & ~rd_empty_o ) ? ( rd_pntr_bin + 1'b1 ) : ( rd_pntr_bin );
assign rd_empty = ( rd_pntr_gray_next == wr_pntr_gray_i );
always_ff @( posedge rd_clk_i, posedge aclr_i )
  begin
    if( aclr_i )
      rd_empty_o <= '1;
    else
      rd_empty_o <= rd_empty;
  end
assign wr_pntr_bin_t = wr_pntr_bin[AWIDTH-1:0];
always_comb
  begin
    if( wr_pntr_bin_t >= rd_pntr_o )
      rd_usedw_o = wr_pntr_bin_t - rd_pntr_o;
    else
      rd_usedw_o = MAXWORDS[AWIDTH-1:0] - rd_pntr_o + wr_pntr_bin_t + 1'b1;
  end
endmodule
module sync #(
  parameter AWIDTH = 3
)(
  input                   clk_i,
  input                   aclr_i,
  input        [AWIDTH:0] pntr_gray_i,
  input                   flag_i,
  input                   resetval_i,
  output logic [AWIDTH:0] pntr_gray_o,
  output logic            flag_o
);
localparam AWVAL = AWIDTH + 1;
logic [AWVAL-1:0] pntr_gray_temp;
always_ff @( posedge clk_i, posedge aclr_i )
  begin
    if( aclr_i )
      begin
        pntr_gray_temp <= '0;
        pntr_gray_o    <= '0;
      end
    else
      begin
        pntr_gray_temp <= pntr_gray_i;
        pntr_gray_o    <= pntr_gray_temp;
      end
  end
assign flag_o = flag_i;
endmodule
module wr_pntrs_and_full #(
  parameter DWIDTH = 8,
  parameter AWIDTH = 4
)(
  input                     wr_clk_i,
  input                     aclr_i,
  input                     wr_req_i,
  input        [AWIDTH:0]   rd_pntr_gray_i,
  output logic [AWIDTH-1:0] wr_pntr_o,
  output logic [AWIDTH:0]   wr_pntr_gray_rd_o,
  output logic              wr_full_o,
  output logic [AWIDTH-1:0] wr_usedw_o
);
localparam MAXWORDS = 2**AWIDTH - 1;
localparam AWVAL    = AWIDTH + 1;
logic [AWVAL-1:0]  wr_pntr_bin;     
logic [AWVAL-1:0]  wr_pntr_bin_next;
logic [AWVAL-1:0]  wr_pntr_gray_next;
logic              wr_full;
logic [AWVAL-1:0]  rd_pntr_bin;
logic [AWIDTH-1:0] rd_pntr_bin_t;
bg_transf #(
  .AWIDTH      ( AWIDTH            )
) bg_transf_wr (
  .pntr_gray_i ( rd_pntr_gray_i    ),
  .pntr_bin_i  ( wr_pntr_bin_next  ),
  .pntr_bin_o  ( rd_pntr_bin       ),
  .pntr_gray_o ( wr_pntr_gray_next )
);
assign wr_pntr_o = wr_pntr_bin[AWIDTH-1:0];
always_ff @( posedge wr_clk_i, posedge aclr_i )
  begin
    if( aclr_i )
      begin
        wr_pntr_bin       <= '0;
        wr_pntr_gray_rd_o <= '0;
      end
    else
      begin
        wr_pntr_bin       <= wr_pntr_bin_next;
        wr_pntr_gray_rd_o <= wr_pntr_gray_next;
      end
  end
assign wr_pntr_bin_next = ( wr_req_i & ~wr_full_o ) ? ( wr_pntr_bin + 1'b1 ) : ( wr_pntr_bin );
assign wr_full = ( wr_pntr_gray_next == {~rd_pntr_gray_i[AWIDTH:AWIDTH-1],
                                          rd_pntr_gray_i[AWIDTH-2:0]} );
always_ff @( posedge wr_clk_i, posedge aclr_i )
  begin
    if( aclr_i )
      wr_full_o <= '0;
    else
      wr_full_o <= wr_full;
  end
assign rd_pntr_bin_t = rd_pntr_bin[AWIDTH-1:0];
always_comb
  begin
    if( wr_pntr_o >= rd_pntr_bin_t )
      wr_usedw_o = wr_pntr_o - rd_pntr_bin_t;
    else
      wr_usedw_o = MAXWORDS[AWIDTH-1:0] - rd_pntr_bin_t + wr_pntr_o + 1'b1;
  end
endmodule
--- flow/constraint.sdc ---
current_design dc_fifo_wrap

set clk_period 3.8
set clk_io_pct 0.2

create_clock -name clk0 -period $clk_period [get_ports {rd_clk_i}]
create_clock -name clk1 -period $clk_period [get_ports {wr_clk_i}]

set non_clock_inputs [all_inputs -no_clocks]
set_input_delay [expr $clk_period * $clk_io_pct] -clock clk0 $non_clock_inputs
set_output_delay [expr $clk_period * $clk_io_pct] -clock clk0 [all_outputs]
--- flow/config.mk ---
export PLATFORM = sky130hd
export DESIGN_NAME = dc_fifo_wrap
export DESIGN_NICKNAME = dc_fifo_wrap
export VERILOG_FILES = /design/flow/design.v
export SDC_FILE = /design/flow/constraint.sdc
export NUM_CORES = 4
export LEC_CHECK = 1
export CORE_UTILIZATION = 40
==> CHANGELOG.md <==
### Changed

* Synth cell types at 48
* Filler cells at 1,529
* Outcome: complete, no violations
* Post-synth seq share at 71.68%
* Non-Filler Instances at 725
* TNS Setup at 0 ns
* Final WL at 13,100 µm
* Hold Fails Final Rpt at 0
* Type of the worst setup path: reg2reg
* Core Region at 18,640 µm²
* Required @ worst endpoint at 3.97 ns
* Share of cells above drive strength 1 at 14.66%
* Placed wire-length estimate at 8479 µm
* Syn_area_per_cell at 17.55 µm²
* GR Overflow Total at 0
* Placed cell count at 685
* Cts repair resizes at 0
* Slew @ Worst Pin at 0.7530 ns
* Max IR drop VDD at 0.3554 mV
* Drt pass-1 iters at 4
* Main flop type: edfxtp_1
* Post-synth regs at 198
* Post-DP Area at 8147 µm²
* Synth area leaders: edfxtp_1, dfrtp_1, dfxtp_1, mux2i_1, mux4_2
* Final setup viols at 0
* CTS Hold Bufs at 0
* Initial antenna violation count at 0
* Setup crit start kind: flop
* Num rows at 50
* I/O Buffers at 31
* Ys async rst share at 20.20%
* Global Route Usage Sum at 15.28%
* FP Core Util at 40.76%
* Yosys Instances at 433
* First-pass GRT wire length at 20,980 µm
* RSZ-0062 raised after global routing: false
* Setup Buffers After CTS at 0
* Synth area leader: edfxtp_1
* CP arrival at 2.49 ns
* Gp weighted congestion at 0.8740
* Finished Cell Area at 8899 µm²
* Power per standard cell area at 887.8 nW/µm²
* Reg2Reg Setup Slack at 1.48 ns
* CTS sink count at 198
* Die Area at 19,550 µm²
* Worst hold margin at 0.2187 ns
* Worst hold path class: reg2reg
* Die Y-Extent at 139.8 µm
* Chip width at 139.8 µm
* Synth top cells by count: edfxtp_1, dfrtp_1, mux2i_1
* Max cap viols at 0
* Slew HR at 49.75%
* Mapped Area at 7599 µm²
* Syn Inst Count at 433
* Synth top cell by count: edfxtp_1
* DR WL/cell at 18.07 µm
* LEAKAGE at 3.294 nW
* Fin. max-slew vios at 0
* Vias/cell at 5.142
* YS chip area at 7599 µm²
* Vias in the first global route at 3,837
* Largest net degree at the start of global routing at 55
* Routed via count at 3,728
* Clock slew at reported path FFs at 0.06 ns
* Number of flops mapped to enable cells by yosys at 128
* Ys Warns at 6
* Top-area cell share at 50.58%
* Number of nets with antenna violations after routing at 0
* Io pins at 33
* Tool Warnings at 29
* CP max FO at 3
* Initial DRC Count at 174
* Setup crit end kind: flop
* CTS tree: yes
* Total power at 0.007900 W
* Clk_skew at 0.01377 ns
* Drt drc at 0
* Area grow syn2layout at 17.11%
* Diodes inserted at 0
## metrics by stage
stage / worst slack [ns] / util (%)
5_1_grt: 1.318 / 47.73
2_1_floorplan: 1.601 / -
3_3_place_gp: 1.531 / 43.70
4_1_cts: 1.460 / 47.73
3_5_place_dp: 1.475 / 43.70
6_report: 1.480 / 47.73
## worst paths after layout
check                                                                       start                                          endpoint  depth (start not counted)
setup / recovery                      dc_fifo_1.sync_w2r.pntr_gray_o[4]$_DFF_PP0_                             rd_usedw_o[2]$_DFF_P_                          8
hold / removal             dc_fifo_1.rd_pntr_empty.rd_pntr_gray_wr_o[2]$_DFF_PP0_    dc_fifo_1.sync_r2w.pntr_gray_temp[2]$_DFF_PP0_                          0
setup reg to reg                      dc_fifo_1.sync_w2r.pntr_gray_o[4]$_DFF_PP0_                             rd_usedw_o[2]$_DFF_P_                          8
hold reg to reg            dc_fifo_1.rd_pntr_empty.rd_pntr_gray_wr_o[2]$_DFF_PP0_    dc_fifo_1.sync_r2w.pntr_gray_temp[2]$_DFF_PP0_                          0
max in group clk1                     dc_fifo_1.sync_r2w.pntr_gray_o[3]$_DFF_PP0_                             wr_usedw_o[2]$_DFF_P_                          8
max in group asynchronous                                                  aclr_i  dc_fifo_1.rd_pntr_empty.rd_pntr_bin[0]$_DFF_PP0_                          3
min in group clk0                  dc_fifo_1.sync_w2r.pntr_gray_temp[1]$_DFF_PP0_       dc_fifo_1.sync_w2r.pntr_gray_o[1]$_DFF_PP0_                          0
min in group asynchronous                                                  aclr_i       dc_fifo_1.sync_r2w.pntr_gray_o[0]$_DFF_PP0_                          3
## flip-flops by register name, indices dropped and copies added (netlist names), 4 cells and up
name	flops
data_i_wrap	8
dc_fifo_1.rd_pntr_empty.rd_pntr_gray_wr_o	5
rd_usedw_o	4
dc_fifo_1.sync_r2w.pntr_gray_o	5
dc_fifo_1.sync_w2r.pntr_gray_temp	5
dc_fifo_1.sync_w2r.pntr_gray_o	5
dc_fifo_1.wr_pntr_full.wr_pntr_bin	4
dc_fifo_1.sync_r2w.pntr_gray_temp	5
q_o	8
dc_fifo_1.rd_pntr_empty.rd_pntr_bin	4
wr_usedw_o	4
dc_fifo_1.wr_pntr_full.wr_pntr_gray_rd_o	5
dc_fifo_1.ram_mem.mem	128
## area by class of cell
cell class                      count  area, µm²  area share [%]
Sequential cell                   198       5448           61.22
Multi-Input combinational cell    201       1974           22.19
Timing Repair Buffer               39      382.9           4.303
Clock buffer                       24      568.0           6.384
Clock inverter                     16      183.9           2.067
Tap cell                          234      292.8           3.290
Inverter                           13      48.80          0.5484
## power by group
part	internal [W]	switching, W	total (W)
combinational	0.00135	0.00133	0.00267
sequential	0.00281	0.000296	0.00310
clock	0.00125	0.000873	0.00212
## logic make-up (layout without fill, tap and decap cells)
kind of cell / after synthesis / in the layout / share of synthesized area (%)
buffers and inverters: 34 / 92 / 2.420
AOI/OAI and AO/OA: 47 / 47 / 4.330
xor gates and xnor gates: 42 / 42 / 5.763
adders and majority gates: 13 / 13 / 2.338
DFF: 198 / 198 / 71.68
muxes: 52 / 52 / 9.485
and+or+nand+nor: 47 / 47 / 3.985
## layer usage
layer	GRT usage [%]	share of wire, %
met1	23.83	44
met5	0	0
met3	6.592	8.2
met2	21.55	45
met4	3.528	2.5
## critical path: stages, from the launching register on
cell and delay, ns:
dfrtp_1 0.39, xor2_1 0.26, xor2_1 0.26, xor2_1 0.34, xnor2_1 0.17, ha_1 0.16, inv_1 0.06, fa_1 0.40
xor2_1 0.16
## cells in the final DEF (no fill, tap or decap), types with 3 or more instances in the layout
cell type	count
a21oi_1	6
a221oi_1	16
a22oi_1	7
and2_1	9
and3_1	3
buf_4	7
clkbuf_16	22
clkdlybuf4s50_1	31
clkinv_4	5
dfrtp_1	38
dfxtp_1	30
edfxtp_1	128
ha_1	11
inv_1	11
inv_6	3
inv_8	3
mux2i_1	36
mux4_2	16
nand2_1	11
nor3_1	3
nor3b_1	4
o21ai_0	11
xnor2_1	20
xnor3_1	4
xor2_1	17
Power and IR drop assume default switching activity.
